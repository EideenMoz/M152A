<file path="/design/flow/run.sh">
#!/bin/bash
# OpenROAD 26Q1-2900-gdf79404cd8, Yosys 0.63+post, stock flow scripts
make -C /OpenROAD-flow-scripts/flow DESIGN_CONFIG=/design/flow/config.mk WORK_HOME=/design/flow/orfs finish
</file>
<file path="/design/flow/config.mk">
export PLATFORM = sky130hd
export DESIGN_NAME = stopwatch
export DESIGN_NICKNAME = stopwatch
export VERILOG_FILES = /design/flow/design.v
export SDC_FILE = /design/flow/constraint.sdc
export NUM_CORES = 4
export LEC_CHECK = 1
export CORE_UTILIZATION = 30
</file>
<file path="/design/flow/constraint.sdc">
current_design stopwatch

set clk_period 2.5
set clk_io_pct 0.2

create_clock -name clk0 -period $clk_period [get_ports {clk_100MHz}]

set non_clock_inputs [all_inputs -no_clocks]
set_input_delay [expr $clk_period * $clk_io_pct] -clock clk0 $non_clock_inputs
set_output_delay [expr $clk_period * $clk_io_pct] -clock clk0 [all_outputs]
</file>
<file path="/design/flow/design.v">
module clock_divider(
    input  wire clk_100MHz,  
    input  wire reset,       
    output reg clk_2Hz,      
    output reg clk_1Hz,      
    output reg clk_fast,     
    output reg clk_blink     
);
    localparam DIV_2HZ   = 25000000;
    localparam DIV_1HZ   = 50000000;
    localparam DIV_FAST  = 250000;
    localparam DIV_BLINK = 31250000;
    reg [25:0] counter_2Hz;
    reg [25:0] counter_1Hz;
    reg [25:0] counter_fast;
    reg [25:0] counter_blink;
    always @(posedge clk_100MHz or posedge reset) begin
      if (reset) begin
        counter_2Hz <= 26'd0;
        clk_2Hz <= 1'b0;
      end else begin
        if (counter_2Hz >= DIV_2HZ - 1) begin
          counter_2Hz <= 26'd0;
          clk_2Hz <= ~clk_2Hz;  
        end else begin
          counter_2Hz <= counter_2Hz + 1;
        end
      end
    end
    always @(posedge clk_100MHz or posedge reset) begin
      if (reset) begin
        counter_1Hz <= 26'd0;
        clk_1Hz <= 1'b0;
      end else begin
        if (counter_1Hz >= DIV_1HZ - 1) begin
          counter_1Hz <= 26'd0;
          clk_1Hz <= ~clk_1Hz;
        end else begin
          counter_1Hz <= counter_1Hz + 1;
        end
      end
    end
    always @(posedge clk_100MHz or posedge reset) begin
      if (reset) begin
        counter_fast <= 26'd0;
        clk_fast <= 1'b0;
      end else begin
        if (counter_fast >= DIV_FAST - 1) begin
          counter_fast <= 26'd0;
          clk_fast <= ~clk_fast;
        end else begin
          counter_fast <= counter_fast + 1;
        end
      end
    end
    always @(posedge clk_100MHz or posedge reset) begin
      if (reset) begin
        counter_blink <= 26'd0;
        clk_blink <= 1'b0;
      end else begin
        if (counter_blink >= DIV_BLINK - 1) begin
          counter_blink <= 26'd0;
          clk_blink <= ~clk_blink;
        end else begin
          counter_blink <= counter_blink + 1;
        end
      end
    end
endmodule
module debounce(
    input  wire clk,        
    input  wire btn_in,     
    output reg  btn_out     
);
    reg [15:0] shift_reg = 16'd0;
    always @(posedge clk) begin
        shift_reg <= {shift_reg[14:0], btn_in};
        if(shift_reg == 16'hFFFF)
            btn_out <= 1;
        else if(shift_reg == 16'h0000)
            btn_out <= 0;
    end
endmodule
module decade_counter (
    input wire clk,        
    input wire reset,      
    input wire en,         
    output reg [3:0] count,  
    output reg carry       
);
  always @(posedge clk or posedge reset) begin
    if (reset) begin
      count <= 4'd0;
      carry <= 1'b0;
    end else if (en) begin
      if (count == 4'd9) begin
        count <= 4'd0;
        carry <= 1'b1;
      end else begin
        count <= count + 1;
        carry <= 1'b0;
      end
    end else begin
      carry <= 1'b0;
    end
  end
endmodule
module minutes_counter(
    input  wire clk,          
    input  wire reset,        
    input  wire pause,        
    output wire [3:0] min_ones,  
    output wire [3:0] min_tens   
);
  wire en = ~pause;
  wire ones_carry;
  decade_counter ones_counter (
    .clk(clk),
    .reset(reset),
    .en(en),
    .count(min_ones),
    .carry(ones_carry)
  );
  mod6_counter tens_counter (
    .clk(clk),
    .reset(reset),
    .en(ones_carry),
    .count(min_tens),
    .carry()   
  );
endmodule
module mod6_counter (
    input  wire clk,        
    input  wire reset,      
    input  wire en,         
    output reg [3:0] count,  
    output reg carry        
);
  always @(posedge clk or posedge reset) begin
    if (reset) begin
      count <= 4'd0;
      carry <= 1'b0;
    end else if (en) begin
      if (count == 4'd5) begin
        count <= 4'd0;
        carry <= 1'b1;
      end else begin
        count <= count + 1;
        carry <= 1'b0;
      end
    end else begin
      carry <= 1'b0;
    end
  end
endmodule
module seconds_counter(
    input  wire clk,            
    input  wire reset,          
    input  wire pause,          
    output wire [3:0] sec_ones,  
    output wire [3:0] sec_tens,  
    output wire minute_enable   
);
  wire en = ~pause;
  wire ones_carry;
  decade_counter ones_counter (
    .clk   (clk),
    .reset (reset),
    .en    (en),
    .count (sec_ones),
    .carry (ones_carry)
  );
  mod6_counter tens_counter (
    .clk   (clk),
    .reset (reset),
    .en    (ones_carry),    
    .count (sec_tens),
    .carry (minute_enable)  
  );
endmodule
`timescale 1ns / 1ps
module sev_segment(
    input  wire clk,           
    input  wire clk_blink,     
    input  wire adjust,        
    input  wire sel,           
    input  wire [15:0] digits,  
    output reg [6:0] seg,      
    output reg [3:0] an        
);
  reg [1:0] digit_sel = 0;
  always @(posedge clk) begin
      digit_sel <= digit_sel + 1;
  end
  reg [3:0] digit;
  always @(*) begin
      case (digit_sel)
          2'd0: digit = digits[15:12];   
          2'd1: digit = digits[11:8];    
          2'd2: digit = digits[7:4];     
          2'd3: digit = digits[3:0];     
          default: digit = 4'd0;
      endcase
  end
  reg blink;
  always @(*) begin
      if (adjust) begin
          if ((sel && (digit_sel == 2 || digit_sel == 3)) ||
              (~sel && (digit_sel == 0 || digit_sel == 1)))
              blink = ~clk_blink;   
          else
              blink = 1'b1;
      end else begin
          blink = 1'b1;
      end
  end
  reg [6:0] seg_temp;
  always @(*) begin
      case (digit)
          4'd0: seg_temp = 7'b1000000;
          4'd1: seg_temp = 7'b1111001;
          4'd2: seg_temp = 7'b0100100;
          4'd3: seg_temp = 7'b0110000;
          4'd4: seg_temp = 7'b0011001;
          4'd5: seg_temp = 7'b0010010;
          4'd6: seg_temp = 7'b0000010;
          4'd7: seg_temp = 7'b1111000;
          4'd8: seg_temp = 7'b0000000;
          4'd9: seg_temp = 7'b0010000;
          default: seg_temp = 7'b1111111;  
      endcase
  end
  always @(*) begin
      if (blink)
          seg = seg_temp;
      else
          seg = 7'b1111111;
  end
  always @(*) begin
      case (digit_sel)
          2'd0: an = 4'b0111;
          2'd1: an = 4'b1011;
          2'd2: an = 4'b1101;
          2'd3: an = 4'b1110;
          default: an = 4'b1111;
      endcase
  end
endmodule
`timescale 1ns/1ps
module stopwatch(
    input  wire clk_100MHz,   
    input  wire btn_reset,    
    input  wire btn_pause,    
    input  wire sw_adj,       
    input  wire sw_sel,       
    output wire [6:0] seg,    
    output wire [3:0] an      
);
  wire reset_debounced, pause_debounced;
  debounce db_reset(
      .clk(clk_100MHz),
      .btn_in(btn_reset),
      .btn_out(reset_debounced)
  );
  debounce db_pause(
      .clk(clk_100MHz),
      .btn_in(btn_pause),
      .btn_out(pause_debounced)
  );
  wire adjust_debounced, select_debounced;
  debounce db_asjust(
    .clk(clk_100MHz),
    .btn_in(sw_adj),
    .btn_out(adjust_debounced)
  );
  debounce db_select(
    .clk(clk_100MHz),
    .btn_in(sw_sel),
    .btn_out(select_debounced)   
  );
  wire clk_2Hz, clk_1Hz, clk_fast, clk_blink;
  clock_divider clk_div_inst (
      .clk_100MHz(clk_100MHz),
      .reset(reset_debounced),   
      .clk_2Hz(clk_2Hz),
      .clk_1Hz(clk_1Hz),
      .clk_fast(clk_fast),
      .clk_blink(clk_blink)
  );
  wire sec_clk, min_clk, minute_enable;
  assign sec_clk = (adjust_debounced && select_debounced) ? clk_2Hz : clk_1Hz;
  assign min_clk = (adjust_debounced && ~select_debounced) ? clk_2Hz : minute_enable;
  wire sec_pause, min_pause;
  assign sec_pause = adjust_debounced ? (~select_debounced) : pause_debounced;       
  assign min_pause = adjust_debounced ? ( select_debounced) : pause_debounced;
  wire [3:0] sec_ones, sec_tens;
  seconds_counter sec_counter_inst (
      .clk(sec_clk),
      .reset(reset_debounced),
      .pause(sec_pause),
      .sec_ones(sec_ones),
      .sec_tens(sec_tens),
      .minute_enable(minute_enable)   
  );
  wire [3:0] min_ones, min_tens;
  minutes_counter min_counter_inst (
      .clk(min_clk),
      .reset(reset_debounced),
      .pause(min_pause),
      .min_ones(min_ones),
      .min_tens(min_tens)
  );
  wire [15:0] digits;
  assign digits = {min_tens, min_ones, sec_tens, sec_ones};
  sev_segment display_inst (
      .clk(clk_fast),
      .clk_blink(clk_blink),
      .adjust(adjust_debounced),   
      .sel(select_debounced),      
      .digits(digits),
      .seg(seg),
      .an(an)
  );
endmodule
</file>
==> impl_metrics.csv <==
group,metric,value,unit
min_path,hold_end,"db_asjust.shift_reg[14]$_DFF_P_",
cts,htree_levels,4,
cts,cts-root-buf,"clkbuf_16",
final_timing,relSlewSlack,44.9,%
setup_path,path_cells,"nand2_2 > a211oi_2 > buf_4 > a21oi_2 > nand3_1 > clkdlybuf4s50_1",
setup_path,reg2reg_to,"clk_div_inst.counter_fast[1]$_DFF_PP0_",
setup_path,cp_num_buf_inv,2,
grt,grt_start_max_net_pins,128,
min_path,hold_class,"reg2reg",
final_timing,min_period,2.41,ns
die,coreArea,27200,µm²
route,remaining_drc_errors,0,
final_layout,layout.cells.non_filler,1215,
final_layout,area_growth,15.8,%
grt,grt_overflow,0,
synth,edf_count,0,
die,io_pins,16,
setup_path,cp_top_family,"buffers and inverters",
synth,ys_ff,197,
synth,syn_area_per_cell,10.5,µm²
route,dr_total_vias,6079,
route,ant_nets,0,
cts,clk_pin_slew_worst_paths,0.08,ns
setup_path,worstReg2RegStart,"clk_div_inst.counter_fast[0]$_DFF_PP0_",
final_timing,setup_violations,0,
setup_path,cp.required,2.00,ns
setup_path,crit_arrival,1.91,ns
die,fp_util,30.9,%
placement,gp_congestion,0.812,
route,vias_per_cell,5.00,
final_layout,drive_above_1_share,8.30,%
placement,dp_cells,1181,
grt,grt_pass1_wl,27.3,mm
setup_path,crit_fanout,2,
placement,port_buffers,15,
placement,dp_hpwl,10.1,mm
die,die-area,28600,µm²
final_timing,hold_violations,0,
final_timing,fin_worst_skew,0.0110,ns
final_timing,unclocked_pins,21,
power,leakage,3.80,nW
cts,numCtsBuffers,17,
synth,yosys_warnings,5,
min_path,whs_path_depth,0,
cts,cts_tree,"yes",
final_timing,slew_viol_final,0,
power,ir_worst_vdd,0.471,mV
die,die_width,169,µm
route,drt-total-wl,15.7,mm
setup_path,cp-end-kind,"output pin",
route,n_antenna_cell,0,
setup_path,cp-start-kind,"flip-flop",
setup_path,slowest_stage,"clkdlybuf4s50_1",
run_status,status,"completed",
synth,yosys.cell_types.count,62,
setup_path,worstSetupPathType,"reg2out",
final_timing,finalClockPeriodUsage,96.6,%
grt,grt_usage,11.6,%
setup_path,r2r_slack,0.24,ns
power,p_per_area,623,nW/µm²
synth,synth_seq_share,54.6,%
route,drt_iter0_drc,383,
grt,grt_pass1_vias,5654,
min_path,hold_start,"db_asjust.shift_reg[13]$_DFF_P_",
job,maxCapViolations,0,
setup_path,worstRegToRegCells,6,
route,wl_per_cell,12.9,µm
die,rows,60,
synth,async_flop_share,64.5,%
synth,ys_area,8390,µm²
cts,cts_buffer_depth,2,
synth,ys_cells,799,
die,die_y,169,µm
synth,ys.flop_type,"dfrtp_1",
power,p_total,6.05,mW
grt,antenna_found_initial,0,
route,first_pass_iters,6,
final_layout,fin_util,35.7,%
final_layout,fillers,2685,
cts,insertion_delay,0.43,ns
synth,syn_area,8390,µm²
setup_path,critPathMaxStageDelay,0.47,ns
synth,syn-instance-count,799,
final_timing,unconstrained_endpoints,25,
final_timing,rsz0062_at_grt,"yes",
final_timing,fmax,414,MHz
final_timing,tightest_slew,0.805,ns
job,warnings,34,
==> worst max path at each step <==
| stage | from | end | depth (start not counted) |
|---|---|---|---|
| CTS | db_select.btn_out$_SDFFE_PN1N_ | seg[6] | 5 |
| global route | clk_div_inst.clk_blink$_DFFE_PP0P_ | seg[0] | 6 |
| finish | clk_div_inst.clk_blink$_DFFE_PP0P_ | seg[0] | 6 |
==> final cells by class <==
type | instances | area, µm² | share of cell area (%)
Inverter | 27 | 105 | 1.08
Clock buffer | 17 | 425 | 4.38
Tap cell | 372 | 465 | 4.79
Timing Repair Buffer | 28 | 265 | 2.73
Clock inverter | 15 | 211 | 2.18
Multi-Input combinational cell | 559 | 3650 | 37.6
Sequential cell | 197 | 4590 | 47.2
==> through the flow <==
step	TNS (ns)	setup slack, ns	cell area [µm²]	hold slack [ns]
3_5_place_dp	0	0.246	9030	0.344
2_1_floorplan	-0.110	-0.110	8420	0.331
3_3_place_gp	0	0.337	9030	0.341
5_1_grt	-0.0130	-0.0130	9710	0.363
6_report	0	0.0853	9710	0.356
4_1_cts	0	0.0220	9680	0.357
==> layout by cell type, fill, tap and decap left out, types with 4 or more instances in the layout <==
cell type / n
dfxtp_1: 67
xnor2_1: 30
a222oi_1: 4
clkbuf_16: 17
inv_12: 7
nand3_1: 41
o41ai_1: 4
ha_1: 11
dfrtp_1: 127
clkdlybuf4s50_1: 13
a21o_1: 6
mux2_2: 4
and3_1: 12
nand2_1: 43
or3_1: 20
or4_1: 21
a22oi_1: 10
a21oi_1: 30
nor4_1: 25
nor3_1: 42
and4_1: 11
buf_4: 12
a211oi_1: 20
nand4_1: 44
inv_1: 25
xor2_1: 29
mux2i_1: 6
nor2_1: 26
a211oi_2: 4
conb_1: 10
and2_1: 7
o21a_1: 4
o211ai_1: 4
o31ai_1: 16
o21ai_0: 29
==> routing by layer <==
layer  part of all wire [%]  track usage, %  vias to the layer above
met5                      0               0                        -
met4                   0.93            1.25                        0
met3                    2.4            1.99                       10
met2                     43            17.1                       55
met1                     53            18.9                     2947
li1                       -               -                     3067
==> cell usage after synthesis, drive strengths merged (5+ instances only) <==
library cell / instances / share of area (%)
mux2i: 6 / 0.72
and2: 7 / 0.52
a211oi: 24 / 2.3
and3: 12 / 0.90
xor2: 29 / 3.0
xnor2: 30 / 3.1
a21oi: 31 / 1.9
nand4: 44 / 3.3
clkbuf: 20 / 0.91
dfrtp: 127 / 38
inv: 27 / 1.2
or4: 22 / 2.0
o31ai: 16 / 1.4
buf: 5 / 0.33
nand3: 42 / 2.6
nor3: 44 / 2.7
nor2: 26 / 1.2
a21o: 6 / 0.54
and4: 12 / 1.3
nor4: 25 / 1.9
o21ai: 31 / 1.9
dfxtp: 70 / 17
nand2: 44 / 2.0
a22oi: 10 / 0.90
ha: 11 / 1.6
or3: 20 / 1.5
==> logic make-up (layout without fill, tap and decap cells) <==
group	count (synthesis)	in the layout	synth area share [%]
AND-OR/OR-AND	153	153	12.5
XOR/XNOR	59	59	6.16
adder cells (fa/ha/maj)	11	11	1.64
other	1	10	0.0447
buffers and inverters	52	87	2.45
AND/OR/NAND/NOR	316	316	21.3
multiplexers	10	10	1.25
flip-flops	197	197	54.6
==> report_power, final <==
group          leakage, nW  switching [mW]  total (mW)  internal, mW
sequential            2.29           0.113        3.07          2.96
combinational         1.20          0.0978       0.182        0.0844
clock                0.307            1.39        2.80          1.41
total                 3.80            1.60        6.05          4.45
==> what timing repair did <==
item,4_1_cts,5_1_grt
setup endpoints to repair,3,1
pin swaps,0,3
gates cloned,0,0
resized,4,5
hold buffers,0,0
setup buffers,0,2
Power figures rest on the tool's default switching activity, not on a simulated workload.
